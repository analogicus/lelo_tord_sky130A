## flow/run.sh

```bash
#!/bin/bash
# OpenROAD 26Q1-2900-gdf79404cd8, Yosys 0.63+post, stock flow scripts
make -C /OpenROAD-flow-scripts/flow DESIGN_CONFIG=/design/flow/config.mk WORK_HOME=/design/flow/orfs finish
```

## flow/config.mk

```make
export PLATFORM = sky130hd
export DESIGN_NAME = tbdac
export DESIGN_NICKNAME = tbdac
export VERILOG_FILES = /design/flow/design.v
export SDC_FILE = /design/flow/constraint.sdc
export NUM_CORES = 4
export LEC_CHECK = 1
export CORE_AREA = 10 10 70 70
export DIE_AREA = 0 0 80 80
```

## flow/constraint.sdc

```tcl
current_design tbdac

set clk_period 1.6
set clk_io_pct 0.2

create_clock -name clk0 -period $clk_period [get_ports {dac_clk}]

set non_clock_inputs [all_inputs -no_clocks]
set_input_delay [expr $clk_period * $clk_io_pct] -clock clk0 $non_clock_inputs
set_output_delay [expr $clk_period * $clk_io_pct] -clock clk0 [all_outputs]
```

## flow/design.v

```verilog
module tbdac(
    input wire dac_clk,
    input wire dac_rst,
    output logic [3:0] b,
    output logic [2:0] count
);
    always_ff @ (posedge dac_clk) begin
        if (dac_rst) begin
            count <= 3'b0;
            b <= 4'b0;
        end else begin
            case (count)
                1 : b <= 4'b0001;
                2 : b <= 4'b0011;
                3 : b <= 4'b0111;
                4 : b <= 4'b1111;
                default : b <= 4'b0000;  
            endcase
            if (count < 4) begin
                count <= count + 1;
            end else if (count < 7) begin 
                count <= count + 1;
            end else begin
                count <= 0;
            end
        end
    end
endmodule
```

==> run summary <==
Notes on the flow run.

- Sorting the synthesized cells by area gives the leading types as dfxtp_1 50%, ha_1 18%, nor3_1 5.4%.
- The average via count per standard cell is 2.45, for reference.
- The total via count after detailed routing is 208, for reference.
- The hold buffer count at CTS is 0, for reference.
- The number of buffers created by CTS is 3, for reference.
- The insertion delay of the later-clocked pin in the worst-skew pair is 0.25 ns, for reference.
- During placement, the flow inserted port buffers numbering 8.
- The post-route clock period utilization is 0.935, for reference.
- With fillers left out, the area of the finished cells amounts to 442 um2.
- The total count of hold-check failures in the final report is 0, for reference.
- The CTS sink count is 7, for reference.
- TritonCTS built the clock tree.
- The combined buffer and inverter count along the critical path is 1, for reference.
- The synthesized design spends more area on one cell type than any other, namely dfxtp_1.
- The number of warnings the tools reported is 28, for reference.
- Of the post-synthesis cell area, the dominant cell type holds 0.505.
- The power density over the cells is 938 nW/um2, for reference.
- The critical path class is reg -> out, for reference.
- The setup TNS after final layout is 0 ns, for reference.
- The maximum ir drop on the vdd rail is 0.000289 V, for reference.
- Wires add up to 580 um.
- Entering global routing, the biggest net connects 8 pins.
- The first global-routing pass estimated 917 um of wire.
- The flip-flop and latch count after synthesis is 7, for reference.
- For this run, the top clock speed supported by timing is 668 MHz.
- The slowest stage of the critical path is the clkdlybuf4s50_1 cell.
- The die is 80 um wide.
- The arrival time at the worst endpoint is 1.18 ns, for reference.
- The report gives the cell count of the worst hold path as 1.
- The DRC violation total left in the routed layout is recorded as 0.
- The unique cell type count in the Yosys netlist is 12, for reference.
- The data required time of the critical path is 1.28 ns, for reference.
- The cell row count is 21, for reference.
- Of the cells placed in the final design, the portion with a size suffix greater than 1 is 0.103.
- The detailed router finished its first iteration with 21 violations.
- The area growth from synthesis to layout is 59.0%, for reference.
- In this run the standard cell core region covers 3420 um2.
- Max-cap violations in this run came to 0.
- The element type at the critical path start is a flip-flop, for reference.
- The synthesized netlist cell count is 27, for reference.
- Note that the worst hold path type here is reg -> reg.
- STA shows the worst reg2reg path with a cell count of 4.
- The initial utilization of the core area, before any placement, comes to 0.0813.
- For the final database, setup skew stands at 0.00667 ns.
- The final max-slew violation count is 0, for reference.
- Once placement finished, the instance area stood at 415 um2.
- The root buffer cell chosen for the clock tree is clkbuf_4.
- The largest single stage delay on the critical path is 0.51 ns.
- The number of global-route vias before repair was 213.
- The final number of setup-violating endpoints is 0, for reference.
- The STA report counts the stages on the worst setup path as 1.
- The total cell area reported by yosys after synthesis is 278 um2, for reference.
- The number of nets with antenna violations after detailed routing is 0, for reference.
- The floorplan die area is 6400 um2, for reference.
- The repair_antennas step left the layout with diodes totalling 0.
- STA classifies the critical path endpoint as an output port.
- The H-tree depth is 1, for reference.
- Setup repair after global routing left no endpoint under its margin.
- Overall routing resource usage recorded by global route was 0.0192.
- After clock tree synthesis, the repair step resized 0 gates.
- During I/O placement, the number of pins put on the boundary was 9.
- Before antenna repair, the detailed router went through 2 iterations.
- RePlAce ended its routability-driven mode at a weighted congestion of 0.760.
- The flow ran to the end, and the final reports show no timing, DRC or antenna violations.
- The longest clock path from root to sink contains 2 buffers.
- For this run the aggregate overflow at the end of global routing stands at 0.
- Setup slack on the worst path after placement came out at 0.366 ns.
- The critical path in the final layout is reported with a setup slack of 0.104 ns.
- For the finished layout, the period the worst path requires is 1.50 ns.
- The post-synthesis cell count from yosys is 27, for reference.
- By instance count after routing, the leading logic cell types are 8 x clkdlybuf4s50_1, 7 x dfxtp_1, 4 x ha_1.
- For reference, the critical path cell chain is clkdlybuf4s50_1.
- Headroom to the max-slew limit came out at 0.833.
- Across all hold checks on the routed design, the worst slack comes to 0.497 ns.
- The die outline height is 80 um, for reference.
- The average wire length per cell after detail routing is 6.82 um, for reference.
- The average cell area after synthesis is 10.3 um2, for reference.
- The total standard cell area after synthesis is 278 um2, for reference.
- The kind of cell adding the most delay to the critical path is buffers and inverters, for reference.
- Clock-pin slew was measured on the worst setup and hold paths at 0.05 ns.
- The final core utilization is 0.129, for reference.
- The number of warnings reported in the yosys synthesis log is 1, for reference.
- Per the timing report, the biggest fanout along the worst path comes to 5.
- The leakage power is 0.158 nW, for reference.
- At the pin with the least slew margin, the transition time is 0.250 ns.
- The most numerous logic cell after layout is clkdlybuf4s50_1, for reference.
- The number of antenna violations at the first check in global routing is 0.
- Detailed placement ended at an HPWL of 465 um.
- The post-CTS repair timing setup buffer count is 0, for reference.
- The register share after synthesis is 0.505, for reference.
==> final timing paths <==
check	start	slack (ns)	to
max	count[0]	0.10	count[0]
min	count[0]	0.50	count[0]
max reg2reg	count[0]	0.43	b[0]
min reg2reg	count[0]	0.50	count[0]
==> kinds of logic after synthesis <==
logic type / Yosys count / share of synthesized area
AND-OR/OR-AND: 3 / 0.0631
adder cells (fa/ha/maj): 4 / 0.180
buffers and inverters: 3 / 0.0405
flip-flops: 7 / 0.504
AND/OR/NAND/NOR: 10 / 0.212
==> cell type report <==
type / count / area (um2)
clock buffers: 4 / 26.3
fillers: 397 / 2970
inverters: 3 / 11.3
multi-input cells: 17 / 126
flip-flops and latches: 7 / 140
well taps: 46 / 57.6
repair buffers: 8 / 80.1
==> metal layers <==
layer,part of all wire,up-vias,GRT usage
met5,0,-,0
met4,0,0,0.00176
met3,0.30,0,0.0307
met2,0.22,12,0.0177
met1,0.47,82,0.0220
li1,-,114,-
==> sequential cells by signal (all words and copies together), names as in the netlist <==
name	count
b	4
count	3
==> Yosys cell counts, drive strengths merged <==
library cell	instances
a21oi	2
dfxtp	7
ha	4
inv	3
nand2	1
nand2b	1
nor2	2
nor2b	2
nor3	3
nor4	1
o211ai	1
==> stage by stage <==
| step | std cells | power, mW |
|---|---|---|
| 2_1_floorplan | 27 | 0.225 |
| 3_3_place_gp | 81 | 0.260 |
| 3_5_place_dp | 81 | 0.262 |
| 4_1_cts | 85 | 0.420 |
| 5_1_grt | 85 | 0.442 |
| 6_report | 85 | 0.414 |
==> power by group <==
part,switching (mW),leakage [nW],total [mW],internal [mW]
sequential,0.00968,0.0575,0.198,0.188
clock,0.0601,0.0150,0.155,0.0948
combinational,0.0230,0.0857,0.0616,0.0387
==> worst reg2reg max path: cells and delay by family (launching register included) <==
kind / cells / cell delay, ns
flip-flops: 1 / 0.42
AND/OR/NAND/NOR: 2 / 0.29
adder cells (fa/ha/maj): 1 / 0.22
buffers and inverters: 1 / 0.11
Power figures rest on the tool's default switching activity, not on a simulated workload.
