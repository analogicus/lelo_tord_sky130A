==> /design/flow/design.v <==
module dac(
    input wire clk,
    input wire rst,
    output logic [3:0] b,
    output logic [2:0] count
);
    always_ff @ (posedge clk) begin
        if (rst) begin
            count <= 3'b0;
            b <= 4'b0;
        end else begin
            case (count)
                1 : b <= 4'b0001;
                2 : b <= 4'b0011;
                3 : b <= 4'b0111;
                4 : b <= 4'b1111;
                default : b <= 4'b0000;  
            endcase
            if (count < 4) begin
                count <= count + 1;
            end else if (count < 7) begin 
                count <= count + 1;
            end else begin
                count <= 0;
            end
        end
    end
endmodule
==> /design/flow/run.sh <==
#!/bin/bash
# OpenROAD 26Q1-2900-gdf79404cd8, Yosys 0.63+post, stock flow scripts
make -C /OpenROAD-flow-scripts/flow DESIGN_CONFIG=/design/flow/config.mk WORK_HOME=/design/flow/orfs finish
==> /design/flow/config.mk <==
export PLATFORM = sky130hd
export DESIGN_NAME = dac
export DESIGN_NICKNAME = dac
export VERILOG_FILES = /design/flow/design.v
export SDC_FILE = /design/flow/constraint.sdc
export NUM_CORES = 4
export LEC_CHECK = 1
export CORE_AREA = 10 10 70 70
export DIE_AREA = 0 0 80 80
==> /design/flow/constraint.sdc <==
current_design dac

set clk_period 2.1
set clk_io_pct 0.2

create_clock -name clk0 -period $clk_period [get_ports {clk}]

set non_clock_inputs [all_inputs -no_clocks]
set_input_delay [expr $clk_period * $clk_io_pct] -clock clk0 $non_clock_inputs
set_output_delay [expr $clk_period * $clk_io_pct] -clock clk0 [all_outputs]
==> run summary <==
Post-CTS Resized -> 0
clk buf depth -> 2
Power per Cell Area -> 725 nW/um^2
flops & latches, synth -> 7
Syn. warnings -> 1
Syn Inst Count -> 27
Basic Gates by Area -> 21.2%
mux frac, synth -> 0%
Antenna Cells -> 0
status -> complete, no violations
Seq share, synth -> 50.5%
CTS tree -> done
Least-Margin Pin Slew -> 279 ps
core area -> 3420 sq um
fmax -> 620 MHz
routed length per placed instance -> 7.01 um
fraction of layout cells with a size suffix above 1 -> 10.3%
initial antenna violation count -> 0
Initial Util -> 8.13%
Worst-Skew Late Latency -> 260 ps
clock sinks -> 7
row count -> 21
CP top delay family -> buffers and inverters
Pins Over Slew Limit -> 0
io pins -> 9
Worst EP arrival -> 1190 ps
first-iteration detailed-routing DRC count -> 24
yosys synthesis chip area -> 278 sq um
I/O Buffers -> 8
Die W -> 80 um
most instantiated logic cells after routing -> 8 x clkdlybuf4s50_1, 7 x dfxtp_1, 4 x ha_1
wirelength, routed -> 596 um
IR drop worst, VDD -> 0.241 mV
Vias -> 227
crit-path cells -> clkdlybuf4s50_1
Area Growth Syn to Fin -> 59.0%
die area -> 6400 sq um
Via density -> 2.67
final critical-path share of the clock period -> 76.8%
antenna-violating nets left -> 0
H-Tree Level Count -> 1
total power -> 320 uW
largest net degree at the start of global routing -> 8
Buf/Inv on CP -> 1
mapped cell area -> 278 sq um
Worst Path Required -> 1680 ps
clock slew at reported path FFs -> 60 ps
Pre-antenna DRT Iters -> 3
first-pass GRT wire length -> 1.03 mm
Worst path slowest cell -> clkdlybuf4s50_1
Critical Path Sink Type -> primary output
final setup fails -> 0
adder share -> 18.0%
Die Ht -> 80 um
Final min period -> 1610 ps
leakage dissipation -> 0.158 nW
Yosys cell types -> 12
hold buffer count at CTS -> 0
Setup Buffers After CTS -> 0
startpoint types -> flop
CP peak stage delay -> 510 ps
Setup TNS -> 0 ps
GR Overflow Total -> 0
Placer Congestion -> 0.760
xor/xnor share -> 0%
gr usage total -> 2.11%
cts bufs inserted -> 3
vias in the first global route -> 227
reg2reg setup slack -> 880 ps
worst-path maximum fanout -> 7
clk root buf -> clkbuf_4
Yosys Instances -> 27
Min Hold Slack -> 504 ps
final hold vios -> 0
# DRC -> 0
clk_skew -> 12.2 ps
Worst Hold Class -> flop to flop
HPWL Detailed -> 476 um
Slew HR -> 81.4%
number of max-cap violations -> 0
Dominant comb cell -> simple AND/OR/NAND/NOR gates
CP Class -> flop to primary output
fin util -> 12.9%
RSZ-0062 raised after global routing -> no
tool warnings -> 28
ao+oa area frac -> 6.31%
Avg Inst Size Synth -> 10.3 sq um
most frequent logic cell in the layout -> clkdlybuf4s50_1
cell families after synthesis:
group	count (synthesis)
buffers and inverters	3
AND/OR/NAND/NOR	10
flip-flops	7
adder cells (fa/ha/maj)	4
AND-OR/OR-AND	3
per-layer routing:
metal,track usage [%],up-vias,share of wire [%]
met4,0.176,0,0
met2,2.09,13,23
li1,-,115,-
met5,0,-,0
met1,2.55,99,51
met3,2.95,0,26
flip-flops by register name (all words and copies together) (netlist names):
name,count
b,4
count,3
metrics by stage:
step	worst slack [ps]	area (sq um)	instances
3_3_place_gp	782	415	81
6_report	487	442	85
2_1_floorplan	1090	278	27
4_1_cts	483	442	85
3_5_place_dp	760	415	81
5_1_grt	411	442	85
final cells by class:
class                      count  area [sq um]
fill                         396          2970
sequential                     7           140
multi-input combinational     17           126
timing repair buffer           8          80.1
tap                           46          57.6
clock buffer                   4          26.3
inverter                       3          11.3
final timing paths:
| path | startpoint | endpoint | cells after the start |
|---|---|---|---|
| worst max-delay path | count[2] | count[2] | 1 |
| worst min-delay path | count[0] | count[0] | 1 |
| worst max register to register | count[0] | b[0] | 4 |
| worst min register to register | count[0] | count[0] | 1 |
power by group:
group | leakage (nW) | switching (mW) | internal (mW) | total (mW)
Sequential | 0.0575 | 0.00755 | 0.143 | 0.151
Clock | 0.0150 | 0.0500 | 0.0725 | 0.122
Combinational | 0.0857 | 0.0176 | 0.0293 | 0.0469
cells in the mapped netlist:
| library cell | count | area (sq um) |
|---|---|---|
| dfxtp_1 | 7 | 140 |
| ha_1 | 4 | 50.1 |
| inv_1 | 3 | 11.3 |
| nor3_1 | 3 | 15.0 |
| a21oi_1 | 2 | 10.0 |
| nor2_1 | 2 | 7.51 |
| nand2_1 | 1 | 3.75 |
| nand2b_1 | 1 | 6.26 |
| nor2b_1 | 1 | 6.26 |
| nor2b_4 | 1 | 13.8 |
| nor4_1 | 1 | 6.26 |
| o211ai_1 | 1 | 7.51 |
Power figures rest on the tool's default switching activity, not on a simulated workload.
