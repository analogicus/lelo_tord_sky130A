[flow/config.mk]
export PLATFORM = sky130hd
export DESIGN_NAME = tbreference
export DESIGN_NICKNAME = tbreference
export VERILOG_FILES = /design/flow/design.v
export SDC_FILE = /design/flow/constraint.sdc
export NUM_CORES = 4
export LEC_CHECK = 1
export CORE_UTILIZATION = 40
[flow/design.v]
module tbreference  #(
    parameter TIMEOUT_LIMIT                 = 100,  
    parameter INITIAL_COARSE_STEP_COUNT     = 10,   
    parameter INITIAL_FINETUNING_DUTY_CYCLE = 3,    
    parameter INITIAL_FINETUNING_PERIODE    = 10,   
    parameter SW_TIMEOUT                    = 3,    
    parameter SLEEP_TIMEOUT                 = 100   
)(
    input  logic       clk,   
    input  logic       rst,   
    output  logic       slp,   
    input  logic       mode,  
    input  logic       cmp_async,  
    output logic       rst_meta,
    output logic       reset,
    output logic       slp_meta,
    output logic       sleep,
    output logic       mode_meta,
    output logic       operation,
    output logic       cmp_meta,       
    output logic       cmp_sync, 
    output logic       cmp_rising, 
    output logic       cmp_falling,  
    output logic [7:0] cmp_rising_counter,
    output logic [7:0] cmp_switching_counter,
    output logic       swbrn1,
    output logic       swbrn2,
    output logic       swbrn3,
    output logic       swbgr1,
    output logic       swbgr2,
    output logic       swcap1,
    output logic       swcap2,
    output logic       swcap3,
    output logic       swdrn1,
    output logic       swdrn2,
    output logic       swdrn3,
    output logic [4:0] switch_counter,    
    output logic [7:0] timeout_counter, 
    output logic [3:0] coarse_step_counter,
    output logic [7:0] coarse_step1,  
    output logic [6:0] coarse_step2,  
    output logic [7:0] finetuning_duty_cycle,  
    output logic [7:0] finetuning_periode,     
    output logic [7:0] finetuning_counter, 
    output logic       finetuning_signal,
    output logic [3:0] saved_coarse_step_counter,
    output logic [7:0] saved_finetuning_duty_cycle,
    output logic [7:0] saved_finetuning_periode,
    output logic       stepping_up,
    output logic       correct_output_found,
    output logic [7:0] correct_output_counter,
    output logic [7:0] sleep_counter
);
    typedef enum logic [1:0] {
        BRANCH_1 = 2'd0,
        BRANCH_2 = 2'd1,
        BRANCH_3 = 2'd2
    } selected_branch_t;
    selected_branch_t selected_branch;
    typedef enum logic [2:0] {
        SW_IDLE,
        SW_CAP_OFF,
        SW_BR_OFF,
        SW_BR_ON,
        SW_CAP_ON
    } switch_state_t;
    switch_state_t    switch_state;   
    selected_branch_t target_branch;  
    selected_branch_t active_branch;  
    always_ff @(posedge clk or posedge rst) begin
        if (rst) begin
            rst_meta <= 1'b1;
            reset    <= 1'b1;
        end else begin
            rst_meta <= 1'b0;
            reset    <= rst_meta;
        end
    end
    always_ff @(posedge clk) begin
        slp_meta <= slp;
        sleep    <= slp_meta;
    end
    always_ff @(posedge clk) begin
        mode_meta <= mode;
        operation <= mode_meta;  
    end
    always_ff @(posedge clk) begin
        cmp_meta <= cmp_async;
        cmp_sync <= cmp_meta;
        cmp_rising  <=  cmp_meta & ~cmp_sync;
        cmp_falling <= ~cmp_meta &  cmp_sync;
    end
    always_ff @(posedge clk) begin
        if (reset || sleep) begin
            finetuning_counter <= 0;
            finetuning_signal  <= 0;
        end else if (finetuning_counter >= finetuning_periode - 1) begin
            finetuning_counter <= 0;
            finetuning_signal  <= (0 < finetuning_duty_cycle);  
        end else begin
            finetuning_counter <= finetuning_counter + 1;
            finetuning_signal  <= ((finetuning_counter + 1) < finetuning_duty_cycle);
        end
    end
    always_ff @(posedge clk) begin
        if (correct_output_counter > 2 ) begin
            slp <= 1;
            if (sleep_counter >= SLEEP_TIMEOUT - 1) begin
                sleep_counter <= 0;
                correct_output_counter <= 0;
            end else begin
                sleep_counter <= sleep_counter + 1;
            end
        end else if (correct_output_counter == 2 && (selected_branch == BRANCH_1)) begin
            correct_output_found <= 1;
        end else if (correct_output_counter == 2 && (selected_branch == BRANCH_2)) begin
            correct_output_found <= 0;
        end else begin
            slp <= 0;
        end
    end
    always_ff @(posedge clk) begin
        if (reset) begin
            timeout_counter <= 0;
            selected_branch <= BRANCH_1;
            stepping_up <= 1;
            correct_output_counter <= 0;
            correct_output_found <= 0;
            swbgr1 <= 0;
            swbgr2 <= 0;
            cmp_rising_counter <= 0;
            cmp_switching_counter <= 0;
            saved_coarse_step_counter   <= INITIAL_COARSE_STEP_COUNT;
            saved_finetuning_duty_cycle <= INITIAL_FINETUNING_DUTY_CYCLE;
            saved_finetuning_periode    <= INITIAL_FINETUNING_PERIODE;
            coarse_step_counter   <= INITIAL_COARSE_STEP_COUNT;
            finetuning_duty_cycle <= INITIAL_FINETUNING_DUTY_CYCLE;
            finetuning_periode    <= INITIAL_FINETUNING_PERIODE;
        end 
        else if (sleep) begin
            timeout_counter <= 0;
            selected_branch <= BRANCH_1;
            stepping_up <= 1;
            correct_output_found <= 0;
            swbgr1 <= 0;
            swbgr2 <= 0;
            cmp_rising_counter <= 0;
            cmp_switching_counter <= 0;
            coarse_step_counter   <= saved_coarse_step_counter;
            finetuning_duty_cycle <= saved_finetuning_duty_cycle;
            finetuning_periode    <= saved_finetuning_periode;  
        end
        else begin
            swbgr1 <= operation;
            swbgr2 <= operation;
            if ((cmp_rising) && (selected_branch == BRANCH_2)) begin
                timeout_counter <= 0;
                cmp_rising_counter <= cmp_rising_counter + 1;
                if (cmp_rising_counter > 3) begin
                    cmp_rising_counter    <= 0;
                    cmp_switching_counter <= 0;
                    selected_branch       <= BRANCH_3;
                    saved_coarse_step_counter   <= coarse_step_counter;
                    saved_finetuning_duty_cycle <= finetuning_duty_cycle;
                    saved_finetuning_periode    <= finetuning_periode;
                end
            end
            else if ((cmp_switching_counter > 4) && (selected_branch == BRANCH_2)) begin
                timeout_counter <= 0;
                cmp_switching_counter <= 0;
                selected_branch <= BRANCH_3;
                saved_coarse_step_counter   <= coarse_step_counter;
                saved_finetuning_duty_cycle <= finetuning_duty_cycle;
                saved_finetuning_periode    <= finetuning_periode;
            end 
            else if (timeout_counter >= TIMEOUT_LIMIT - 1) begin  
                timeout_counter <= 0;
                cmp_rising_counter <= 0;
                case (selected_branch)
                    BRANCH_1: begin
                        selected_branch <= BRANCH_2;
                    end
                    BRANCH_2: begin
                        selected_branch <= BRANCH_1;
                        if (!cmp_sync) begin
                            if (!stepping_up) begin
                                cmp_switching_counter <= cmp_switching_counter + 1;
                            end
                            stepping_up <= 1;
                            if (finetuning_duty_cycle < finetuning_periode - 1) begin
                                finetuning_duty_cycle <= finetuning_duty_cycle + 1;
                            end 
                            else begin
                                finetuning_duty_cycle <= 1;
                                coarse_step_counter   <= coarse_step_counter + 1;
                            end 
                            correct_output_counter <= 0;
                        end
                        else begin
                            if (stepping_up) begin
                                cmp_switching_counter <= cmp_switching_counter + 1;
                            end
                            stepping_up <= 0;
                            if (finetuning_duty_cycle > 1 ) begin
                                finetuning_duty_cycle <= finetuning_duty_cycle - 1;
                            end 
                            else begin
                                finetuning_duty_cycle <= finetuning_periode - 1;
                                coarse_step_counter   <= coarse_step_counter - 1;
                            end
                            correct_output_counter <= 0;
                        end
                    end
                    BRANCH_3: begin
                        selected_branch <= BRANCH_1;
                        correct_output_counter <= correct_output_counter + 1;
                    end
                    default: ;
                endcase
            end
            else begin
                timeout_counter <= timeout_counter + 1;
            end  
        end
    end
    always_ff @(posedge clk) begin
        if (reset || sleep) begin
            coarse_step1 <= 8'b0000_0000;
            coarse_step2 <= 7'b000_0000;
        end else begin
            case (coarse_step_counter)
                1:  begin 
                        coarse_step1 <= 8'b0000_0001; 
                        coarse_step2 <= 7'b000_0000; 
                    end
                2:  begin 
                        coarse_step1 <= 8'b0000_0011; 
                        coarse_step2 <= 7'b000_0000; 
                    end
                3:  begin 
                        coarse_step1 <= 8'b0000_0111; 
                        coarse_step2 <= 7'b000_0000; 
                    end
                4:  begin 
                        coarse_step1 <= 8'b0000_1111; 
                        coarse_step2 <= 7'b000_0000; 
                    end
                5:  begin 
                        coarse_step1 <= 8'b0001_1111; 
                        coarse_step2 <= 7'b000_0000; 
                    end
                6:  begin 
                        coarse_step1 <= 8'b0011_1111; 
                        coarse_step2 <= 7'b000_0000; 
                    end
                7:  begin 
                        coarse_step1 <= 8'b0111_1111; 
                        coarse_step2 <= 7'b000_0000; 
                    end
                8:  begin 
                        coarse_step1 <= 8'b1111_1111; 
                        coarse_step2 <= 7'b000_0000; 
                    end
                9:  begin 
                        coarse_step1 <= 8'b1111_1111; 
                        coarse_step2 <= 7'b000_0001; 
                    end
                10: begin 
                        coarse_step1 <= 8'b1111_1111; 
                        coarse_step2 <= 7'b000_0011; 
                    end
                11: begin 
                        coarse_step1 <= 8'b1111_1111; 
                        coarse_step2 <= 7'b000_0111; 
                    end
                12: begin 
                        coarse_step1 <= 8'b1111_1111; 
                        coarse_step2 <= 7'b000_1111; 
                    end
                13: begin 
                        coarse_step1 <= 8'b1111_1111; 
                        coarse_step2 <= 7'b001_1111; 
                    end
                14: begin 
                        coarse_step1 <= 8'b1111_1111; 
                        coarse_step2 <= 7'b011_1111; 
                    end
                15: begin 
                        coarse_step1 <= 8'b1111_1111; 
                        coarse_step2 <= 7'b111_1111; 
                    end
                default: begin 
                        coarse_step1 <= '0; 
                        coarse_step2 <= '0; 
                    end
            endcase
        end
    end
    always_ff @(posedge clk) begin
        if (reset) begin
            switch_state   <= SW_IDLE;
            active_branch  <= BRANCH_1;
            target_branch  <= BRANCH_1;
            switch_counter <= 0;
            swbrn1 <= 1'b1;
            swcap1 <= 1'b1;
            swbrn2 <= 1'b0;
            swcap2 <= 1'b0; 
            swbrn3 <= 1'b0;
            swcap3 <= 1'b0;
        end 
        else if (sleep) begin
            switch_state   <= SW_IDLE;
            active_branch  <= BRANCH_1;
            target_branch  <= BRANCH_1;
            switch_counter <= 0;
            swbrn1 <= 1'b0;
            swcap1 <= 1'b0;
            swbrn2 <= 1'b0;
            swcap2 <= 1'b0;
            swbrn3 <= 1'b0;
            swcap3 <= 1'b0;
        end
        else begin
            if (selected_branch != target_branch) begin
                target_branch <= selected_branch;
            end
            case (switch_state)
                SW_IDLE: begin
                        if (target_branch != active_branch) begin
                            switch_state   <= SW_CAP_OFF;
                            switch_counter <= 0;
                        end
                end
                SW_CAP_OFF: begin
                        case (active_branch)
                            BRANCH_1: swcap1 <= 1'b0;
                            BRANCH_2: swcap2 <= 1'b0;
                            BRANCH_3: swcap3 <= 1'b0;
                            default: ;
                        endcase
                        if (switch_counter >= SW_TIMEOUT - 1) begin
                            switch_state   <= SW_BR_OFF;
                            switch_counter <= 0;
                        end else begin
                            switch_counter <= switch_counter + 1;
                        end
                end
                SW_BR_OFF: begin
                        case (active_branch)
                            BRANCH_1: swbrn1 <= 1'b0;
                            BRANCH_2: swbrn2 <= 1'b0;
                            BRANCH_3: swbrn3 <= 1'b0;
                            default: ;
                        endcase
                        if (switch_counter >= SW_TIMEOUT - 1) begin
                            switch_state   <= SW_BR_ON;
                            switch_counter <= 0;
                        end else begin
                            switch_counter <= switch_counter + 1;
                        end
                end
                SW_BR_ON: begin
                        case (target_branch)
                            BRANCH_1: swbrn1 <= 1'b1;
                            BRANCH_2: swbrn2 <= 1'b1;
                            BRANCH_3: swbrn3 <= 1'b1;
                            default: ;
                        endcase
                        if (switch_counter >= SW_TIMEOUT - 1) begin
                            switch_state   <= SW_CAP_ON;
                            switch_counter <= 0;
                        end else begin
                            switch_counter <= switch_counter + 1;
                        end
                end
                SW_CAP_ON: begin
                        case (target_branch)
                            BRANCH_1: swcap1 <= 1'b1;
                            BRANCH_2: swcap2 <= 1'b1;
                            BRANCH_3: swcap3 <= 1'b1;
                            default: ;
                        endcase
                        if (switch_counter >= SW_TIMEOUT - 1) begin
                            active_branch  <= target_branch;   
                            switch_state   <= SW_IDLE;
                            switch_counter <= 0;
                        end else begin
                            switch_counter <= switch_counter + 1;
                        end
                end
                default: switch_state <= SW_IDLE;
            endcase
        end
    end
endmodule
[flow/constraint.sdc]
current_design tbreference

set clk_period 3.3
set clk_io_pct 0.2

create_clock -name clk0 -period $clk_period [get_ports {clk}]

set non_clock_inputs [all_inputs -no_clocks]
set_input_delay [expr $clk_period * $clk_io_pct] -clock clk0 $non_clock_inputs
set_output_delay [expr $clk_period * $clk_io_pct] -clock clk0 [all_outputs]
[flow/run.sh]
#!/bin/bash
# OpenROAD 26Q1-2900-gdf79404cd8, Yosys 0.63+post, stock flow scripts
make -C /OpenROAD-flow-scripts/flow DESIGN_CONFIG=/design/flow/config.mk WORK_HOME=/design/flow/orfs finish
==> flow_summary.toml <==
# generated from flow reports
[global_routing]
grt_usage_pct = 16.6
antenna_found_initial = 0
grt-ovfl-total = 0
grt_max_degree = 72
first_global_vias = 3368
grt_pass1_wl_um = 16300

[cts]
post-cts-setup-buffers = 0
root_buffer = "clkbuf_16"
cts.sinks = 104
cts_tree = "built"
clk_latency_ns = 0.35
numCtsBuffers = 9
clk_path_buf_depth = 2
hold_buffers = 0
cts_max_level = 3
cts.repair.resized = 0
clk_pin_slew_worst_paths_ns = 0.07

[route]
final_antenna_net_count = 0
remaining_drc_errors = 0
diodes = 0
detail_route.first_pass.iterations = 6
first_iter_violations = 176
wl_per_cell_um = 13.1
drt-total-wl_um = 10100
routed_via_density = 4.90
vias = 3771

[critical_path]
path_max_fanout = 8
cp_cell_sequence = "ha_1 -> and3_1 -> nand3_1 -> xnor2_1 -> ha_1 -> and3_1 -> a221oi_1 -> a31oi_1 -> a311oi_1"
critical_path_arrival_ns = 2.66
worstPathRequired_ns = 3.55
crit_slowest_cell = "dfxtp_1"
critPathMaxStageDelay_ns = 0.45
critPathLaunchType = "register"
cp_num_buf_inv = 0
cp-end-kind = "register"
cp_top_family = "AND-OR/OR-AND gates"
setup.worst_path.class = "reg2reg"

[min_path]
min_path_type = "reg2reg"

[timing]
worst_pin_slew_ns = 0.725
fmax_mhz = 415
max_slew_margin_pct = 51.6
setup_viol = 0
min_period_ns = 2.41
skew_ns = 0.00515
setup_tns_ns = 0
slew_violations = 0
rsz0062_at_grt = "false"
hold_violations = 0
holdWs_ns = 0.353
fin_crit_sh_pct = 73.1

[synthesis]
common_cells = "dfxtp_1 (102), nor2_1 (56), buf_4 (40)"
async_reset_ff_share_pct = 1.92
syn_area_mm2 = 0.00474
synth_top_cell_by_count = "dfxtp_1"
synth.distinct_cells = 59
synth_top_area_share_pct = 43.1
ys.warnings.count = 22
ff_type = "dfxtp_1"
synth_flops = 104
largest_area_cell = "dfxtp_1"
yosys_area_mm2 = 0.00474
yosys-top-cells-area = "dfxtp_1 (43%), buf_4 (6.3%), ha_1 (6.1%)"
yosys_cells = 527
ys_seq_share_pct = 44.2
synth-edff-count = 0
synth.avg_cell_area_um2 = 8.99
syn_inst = 527

[power_and_ir_drop]
power_per_cell_area_mw_per_mm2 = 438
power.leakage_nw = 2.39
ir_drop_uv = 516
total_power_mw = 2.62

[finish]
instances_no_fill = 769
area_delta_synth_final_pct = 26.3
final_util_pct = 52.2
drive_gt1_share_pct = 4.79
nFillCells = 1053

[floorplan]
fp-utilization_pct = 41.3
coreArea_mm2 = 0.0115
core.rowCount = 39
die-area_mm2 = 0.0123
die_h_um = 111
ios = 137
chipWidth_um = 111

[flow_run]
warnings = 32
drv_cap = 0

[placement]
hpwlAfterDp_um = 7070
port_buffers = 97
place_congestion = 0.830
post-place-cells = 753

[status]
status = "finished clean"
worst register-to-register path, cell delays in order, from the launching register on:
cell      delay, ns
dfxtp_1        0.45
ha_1           0.22
and3_1         0.22
nand3_1        0.11
xnor2_1        0.14
ha_1           0.29
and3_1         0.21
a221oi_1       0.31
a31oi_1        0.13
a311oi_1       0.25
metrics by stage:
stage               setup WS, ns  instance area, um^2
floorplan                   1.00                 4900
global placement           0.996                 5690
detailed placement         0.951                 5690
CTS                        0.892                 5980
global route               0.671                 5980
finish                     0.888                 5980
registers in the layout, indices dropped and copies added, names as in the netlist, 5 cells and up:
register,flops
finetuning_duty_cycle,8
switch_counter,5
saved_finetuning_duty_cycle,8
coarse_step1,8
coarse_step2,7
switch_state,5
cmp_switching_counter,8
timeout_counter,8
finetuning_counter,8
cmp_rising_counter,8
cell families (layout without fill, tap and decap cells):
logic type	count (synthesis)	in the layout	synth area share (%)
muxes	8	8	1.69
DFF	104	104	44.2
AOI/OAI and AO/OA	106	106	15.0
adders and majority gates	24	24	6.50
xor gates and xnor gates	20	20	3.70
buffers and inverters	87	143	10.1
and+or+nand+nor	176	176	18.7
other	2	45	0.159
cell type report:
cell class | instances | area (um^2) | share of cell area [%]
Inverter | 27 | 101 | 1.69
Clock inverter | 6 | 60.1 | 1.00
Multi-Input combinational cell | 379 | 2330 | 38.9
Clock buffer | 10 | 229 | 3.83
Timing Repair Buffer | 100 | 993 | 16.6
Sequential cell | 104 | 2090 | 35.0
Tap cell | 143 | 179 | 2.99
cell usage in the layout, fill, tap and decap left out, drive strengths merged, types with 15 or more instances in the layout:
cell	n
xnor2	15
clkdlybuf4s50	97
conb	45
inv	27
a21oi	36
nor2	56
nand2	31
nand3	15
ha	23
dfxtp	102
metal layers:
metal / global-route usage (%) / routed length (um) / up-vias
met4: 1.33 / 98 / 0
met3: 4.01 / 480 / 8
li1: - / - / 1926
met5: 0 / 0 / -
met2: 26.1 / 4600 / 86
met1: 24.9 / 4930 / 1751
report_power, final:
part           switching (mW)  internal, mW
combinational           0.111         0.121
sequential             0.0442          1.29
clock                   0.465         0.584
worst paths after layout:
check	from	to	depth (start not counted)	slack [ns]
setup / recovery	finetuning_counter[0]$_SDFF_PP0_	finetuning_signal$_SDFF_PP0_	9	0.89
hold / removal	mode_meta$_DFF_P_	operation$_DFF_P_	0	0.35
setup reg to reg	finetuning_counter[0]$_SDFF_PP0_	finetuning_signal$_SDFF_PP0_	9	0.89
hold reg to reg	mode_meta$_DFF_P_	operation$_DFF_P_	0	0.35
max in group asynchronous	rst	rst_meta$_DFF_PP1_	2	2.66
min in group asynchronous	rst	reset$_DFF_PP1_	2	0.62
